`run.sh`:
```
#!/bin/bash
# OpenROAD 26Q1-2900-gdf79404cd8, Yosys 0.63+post, stock flow scripts
make -C /OpenROAD-flow-scripts/flow DESIGN_CONFIG=/design/flow/config.mk WORK_HOME=/design/flow/orfs finish
```
`config.mk`:
```
export PLATFORM = sky130hd
export DESIGN_NAME = ALU
export DESIGN_NICKNAME = ALU
export VERILOG_FILES = /design/flow/design.v
export SDC_FILE = /design/flow/constraint.sdc
export NUM_CORES = 4
export LEC_CHECK = 1
export CORE_AREA = 10 10 70 70
export DIE_AREA = 0 0 80 80
```
`constraint.sdc`:
```
current_design ALU

set clk_period 3.6
set clk_io_pct 0.2

create_clock -name clk0 -period $clk_period [get_ports {clk}]

set non_clock_inputs [all_inputs -no_clocks]
set_input_delay [expr $clk_period * $clk_io_pct] -clock clk0 $non_clock_inputs
set_output_delay [expr $clk_period * $clk_io_pct] -clock clk0 [all_outputs]
```
`design.v`:
```
module ALU(A, B, clk, add, sub, alu_out);
  input  [4:0] A, B;
  input  clk ,add ,sub;
  output reg [4:0] alu_out;
  always@(posedge clk) begin
    if (add)
      alu_out = A + B;
    else if (sub)
      alu_out = A - B;
  end
endmodule
```
==> results.cfg <==
; implementation run metrics
[cells_and_area]
final_cell_mix = clkdlybuf4s50_1, ha_1, edfxtp_1
fillers = 386
drive_gt1_share_pct = 11.8
largest_register_ffs = 5
fin_util_pct = 18.4
fin_cells = 97
syn2layout_area_growth_pct = 67.9
lay_top_count = clkdlybuf4s50_1

[cts]
ctsRootBufferMaster = clkbuf_4
cts_tree = built
h-tree-depth = 1
cts_buffer_depth = 2
ctsHoldBuffers = 0
post_cts_resized = 0
numCtsBuffers = 3
clkTransAtPathRegs_ns = 0.04
cts_setup_buffers = 0
cts_num_sinks = 5

[sta]
hold_viol_final = 0
fmax_ghz = 0.346
finalCritPeriodShare_pct = 80.3
rsz0062_at_grt = no
worst_pin_slew_ns = 0.191
whs_ns = 1.22
relSlewSlack_pct = 87.2
setup_violations = 0
finalMaxSlewViolations = 0
final.min_clock_period_ns = 2.89
finalSetupTns_ns = 0

[placement]
io_buffers = 17
place_congestion = 0.786
dp.cells = 93

[floorplan]
die_w_um = 80
rows = 21
ios = 18
die_area_mm2 = 0.00640
initCoreUtil_pct = 11.0
core_mm2 = 0.00342
dieHeight_um = 80

[worst_setup_path]
critPathArrivalTime_ns = 2.87
path_class = input port to flip-flop
endpoint_kind = flip-flop
max_stage_delay_ns = 0.51
cp_data_required_time_ns = 3.58
cpMaxStageDelayCell = clkdlybuf4s50_1
cp-start-kind = input port
path_max_fanout = 3
cp_cell_sequence = clkdlybuf4s50_1 > inv_1 > ha_1 > mux2_2 > fa_1 > a21o_1 > a21oi_1 > xnor3_1

[grt]
antenna_found_initial = 0
grt_pass1_vias = 329
grt_pass1_wl_um = 1410
grt_max_degree = 6
grt_remaining_overflow = 0
grt_util_all_layers_pct = 2.71

[flow_run]
openroad.warnings = 25
cap_violations = 0

[yosys]
ys_cells = 30
postSynthSeqShare_pct = 40.1
edf_count = 5
ys_warn_count = 1
synthFlopType = edfxtp_1
top_cell_area_share_pct = 40.1
syn-mean-instance-area_um2 = 12.5
ys_async_sr_fraction_pct = 0
synth_flops = 5
syn-cell-area_um2 = 374
syn_inst = 30
synth_top_cell_by_area = edfxtp_1
synthTopCellsByArea = edfxtp_1, ha_1, xor2_1, xnor3_1, fa_1
ys_area_um2 = 374
ys_types = 14

[status]
status = complete, no violations

[drt]
dr.first_iter.drc_count = 9
n_antenna_cell = 0
wirelength_um = 859
via_per_inst = 2.98
drt_pass1_iterations = 2
drc_errors = 0
wl_per_cell_um = 8.86
ant_nets = 0
vias = 289

[power_and_ir_drop]
p_leak_nw = 0.260
ir_drop_mv = 0.0701
power.density_mw_per_mm2 = 357

[hold_path]
worstHoldPathType = input port to flip-flop
-- layer usage --
layer | global-route usage (%) | vias up | wire length (um) | part of all wire, %
met5 | 0 | - | 0 | 0
met4 | 1.23 | 0 | 21 | 2.4
met3 | 1.82 | 2 | 142 | 17
met2 | 3.45 | 14 | 325 | 38
met1 | 3.42 | 126 | 370 | 43
li1 | - | 147 | - | -
-- cell families after synthesis --
| group | Yosys count | synth area share, % |
|---|---|---|
| fa+ha+maj | 6 | 22.1 |
| compound gates | 5 | 9.03 |
| flops | 5 | 40.1 |
| xor+xnor | 6 | 17.7 |
| mux | 1 | 3.01 |
| buf+inv | 2 | 2.01 |
| simple gates | 5 | 6.02 |
-- power by group --
part | switching [mW] | total [mW] | internal [mW] | leakage [nW]
clock network | 0.0207 | 0.0624 | 0.0418 | 0.0150
logic | 0.0233 | 0.0766 | 0.0533 | 0.194
registers | 0.00289 | 0.0851 | 0.0823 | 0.0509
total | 0.0469 | 0.224 | 0.177 | 0.260
-- critical path, delay by kind of cell --
kind                     cells  cell delay (ns)
adder cells (fa/ha/maj)      2             0.71
buffers and inverters        2             0.57
AND-OR/OR-AND                2             0.36
multiplexers                 1             0.29
XOR/XNOR                     1             0.22
-- metrics by stage --
stage	area, um2	total power, mW	setup WS [ns]
global placement	602	0.165	0.458
global route	628	0.246	0.581
finish	628	0.224	0.709
floorplan	374	0.115	1.10
detailed placement	602	0.165	0.453
CTS	628	0.231	0.702
-- cells in the mapped netlist, types with 2 or more instances --
| master | n |
|---|---|
| edfxtp_1 | 5 |
| nor2_1 | 3 |
| a21o_1 | 2 |
| xor2_1 | 4 |
| ha_1 | 5 |
| a21oi_1 | 2 |
| inv_1 | 2 |
-- final timing paths --
| path | cells past startpoint | slack [ns] | start | endpoint |
|---|---|---|---|---|
| worst max-delay path | 8 | 0.71 | B[0] | alu_out[4] |
| worst min-delay path | 2 | 1.22 | A[0] | alu_out[0] |
-- area by class of cell --
cell class                 count  area, um2  area share (%)
sequential                     5        150            23.9
clock buffer                   4       26.3            4.18
multi-input combinational     23        216            34.5
inverter                       2       7.51            1.20
timing repair buffer          17        170            27.1
tap                           46       57.6            9.16
Power figures rest on the tool's default switching activity, not on a simulated workload.
