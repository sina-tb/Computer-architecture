==> flow/design.v <==
module Counter(input c_up, clk, init, output [2:0] count);
  reg [2:0] num;
  always @(posedge clk) begin
    if (init)
      num <= 3'b000;
    else if (c_up)
      num <= num + 1;
  end
  assign count = num;
endmodule
==> flow/run.sh <==
#!/bin/bash
# OpenROAD 26Q1-2900-gdf79404cd8, Yosys 0.63+post, stock flow scripts
make -C /OpenROAD-flow-scripts/flow DESIGN_CONFIG=/design/flow/config.mk WORK_HOME=/design/flow/orfs finish
==> flow/config.mk <==
export PLATFORM = sky130hd
export DESIGN_NAME = Counter
export DESIGN_NICKNAME = Counter
export VERILOG_FILES = /design/flow/design.v
export SDC_FILE = /design/flow/constraint.sdc
export NUM_CORES = 4
export LEC_CHECK = 1
export CORE_AREA = 10 10 70 70
export DIE_AREA = 0 0 80 80
==> flow/constraint.sdc <==
current_design Counter

set clk_period 1.5
set clk_io_pct 0.2

create_clock -name clk0 -period $clk_period [get_ports {clk}]

set non_clock_inputs [all_inputs -no_clocks]
set_input_delay [expr $clk_period * $clk_io_pct] -clock clk0 $non_clock_inputs
set_output_delay [expr $clk_period * $clk_io_pct] -clock clk0 [all_outputs]
==> qor.log <==
qor: outcome.run_status completed
qor: drt.wl_per_cell 5.48 um
qor: logic_synthesis.gate_count_after_technology_mapping 11
qor: power_and_ir_drop.p_leak 0.0852 nW
qor: logic_synthesis.synth_chip_area 121 um2
qor: placed_design.globalplace.congestion 0.703
qor: cells_and_area.finish.utilization 7.47%
qor: floorplan.dieWidth 80 um
qor: logic_synthesis.netlist.top_cell.by_area sky130_fd_sc_hd__dfxtp_1
qor: worst_setup_path.cp_slowest_stage_delay 0.48 ns
qor: grt.globalRouteTotalUtil 1.25%
qor: worst_setup_path.total_number_of_cells_along_the_worst_setup_path 1
qor: cells_and_area.post_route_cells_drive_above_1_share 20.0%
qor: floorplan.chip_area 0.00640 mm2
qor: clock_tree.cts_resized 0
qor: cells_and_area.max_flop_register num
qor: drt.via_count 107
qor: clock_tree.cts.root.buffer_cell sky130_fd_sc_hd__clkbuf_4
qor: min_path.hold_path.class register to register
qor: worst_setup_path.critical_path_buf_inv_count 1
qor: logic_synthesis.ys_top_cells_by_area sky130_fd_sc_hd__dfxtp_1 (49%), sky130_fd_sc_hd__ha_1 (10%), sky130_fd_sc_hd__a21bo_2 (8.2%), sky130_fd_sc_hd__mux2i_1 (8.2%), sky130_fd_sc_hd__xnor2_1 (7.2%)
qor: sta.final_max_slew_violation_count 0
qor: grt.grt_pass1_wl 558 um
qor: worst_setup_path.worstRegToRegCells 3
qor: worst_setup_path.critical-path-top-delay-family buffers and inverters
qor: clock_tree.hold_buffer_count_at_cts 0
qor: grt.grt_start_max_net_pins 5
qor: logic_synthesis.enable_flop_cells 0
qor: logic_synthesis.netlist.area_leader.share 49.5%
qor: logic_synthesis.synth.yosys.num_cells 11
qor: clock_tree.cts_max_level 1
qor: sta.final_critical_path_time_including_i_o_delays_and_setup 1.37 ns
qor: logic_synthesis.synthMostInstantiatedCell sky130_fd_sc_hd__dfxtp_1
qor: power_and_ir_drop.fin_total_pwr 0.263 mW
qor: floorplan.initial_core_util 3.55%
qor: drt.first_iter_violations 2
qor: sta.slew-limit-headroom 90.1%
qor: min_path.hold_path_depth 2
qor: clock_tree.clk_transition_reported_paths 0.04 ns
qor: floorplan.core_region_area 0.00342 mm2
qor: grt.antenna_found_initial 0
qor: sta.report.final.setup_viol 0
qor: grt.gr-total-overflow 0
qor: floorplan.ioPinCount 6
qor: logic_synthesis.yosysWarnings 1
qor: drt.dr.pass1.iters 2
qor: clock_tree.tritoncts yes
qor: logic_synthesis.netlist_area 121 um2
qor: floorplan.rows 21
qor: placed_design.numPlacedInstances 62
qor: sta.timing.clock.skew 0.000431 ns
qor: clock_tree.clock-sinks 3
qor: drt.routed_wirelength 362 um
qor: cells_and_area.regs_by_ff_count num x3
qor: clock_tree.max-clock-path-buffers 2
qor: worst_setup_path.crit_required 1.20 ns
qor: sta.max_freq 0.732 GHz
qor: cells_and_area.flow.area_growth_from_synthesis 110%
qor: worst_setup_path.critical_path_arrival 1.07 ns
qor: logic_synthesis.synth.cells.most_frequent sky130_fd_sc_hd__dfxtp_1 (3), sky130_fd_sc_hd__nor2_1 (2)
qor: power_and_ir_drop.pwr_density_cell 1030 mW/mm2
qor: sta.finalCritPeriodShare 91.0%
qor: power_and_ir_drop.worst_ir_drop_vdd 0.155 mV
qor: logic_synthesis.yosysUniqueCellTypes 8
qor: job.maxCapViolations 0
qor: sta.final-hold-violation-count 0
qor: clock_tree.postCtsSetupBuffers 0
qor: logic_synthesis.synthArstFlopShare 0%
qor: worst_setup_path.critPathMaxFanout 3
qor: drt.drt.antenna.violating_nets 0
qor: worst_setup_path.worst_path_max_delay_cell sky130_fd_sc_hd__clkdlybuf4s50_1
qor: logic_synthesis.numSynthFlops 3
qor: worst_setup_path.worst_setup_path_start_kind register
qor: drt.drt_via_density 1.62
qor: grt.vias_in_the_first_global_route 124
qor: drt.drcViolationCount 0
qor: logic_synthesis.postSynth.topFlopCell sky130_fd_sc_hd__dfxtp_1
qor: placed_design.port_buffers 5
qor: sta.rsz0062_at_grt false
qor: drt.insertedDiodeCount 0
qor: job.tool_warnings 25
qor: sta.worst_pin_slew 0.144 ns
qor: worst_setup_path.criticalPathCategory register to output pin
qor: cells_and_area.layoutNonFillerInstCount 66
qor: logic_synthesis.ys_seq_share 49.5%
qor: sta.totalNegativeSetupSlack 0 ns
qor: worst_setup_path.crit_chain clkdlybuf4s50_1
qor: worst_setup_path.critPathCaptureType output pin
qor: logic_synthesis.synth_area_per_inst 11.0 um2
qor: floorplan.dieHeight 80 um
qor: clock_tree.clock_latency 0.23 ns
qor: clock_tree.number_of_buffers_created_by_cts 3
qor: cells_and_area.largest_register_ff_count 3
[cells by family (layout without fill, tap and decap cells)]
kind of cell,after synthesis,count (layout),synth area share [%]
muxes,1,1,8.25
buffers and inverters,0,9,0
DFF,3,3,49.5
adders and majority gates,1,1,10.3
AOI/OAI and AO/OA,2,2,12.4
and+or+nand+nor,3,3,12.4
xor gates and xnor gates,1,1,7.22
[through the flow]
step / instance area, um2 / hold slack, ns / setup slack, ns
floorplan: 121 / 0.369 / 0.636
global placement: 229 / 0.512 / 0.280
detailed placement: 229 / 0.528 / 0.263
CTS: 255 / 0.539 / 0.115
global route: 255 / 0.575 / 0.0794
finish: 255 / 0.542 / 0.135
[cells in the final DEF, fill, tap and decap left out]
cell,count
sky130_fd_sc_hd__xnor2_1,1
sky130_fd_sc_hd__a21oi_1,1
sky130_fd_sc_hd__a21bo_2,1
sky130_fd_sc_hd__clkbuf_1,1
sky130_fd_sc_hd__dfxtp_1,3
sky130_fd_sc_hd__clkbuf_4,3
sky130_fd_sc_hd__nor2_1,2
sky130_fd_sc_hd__nand3b_1,1
sky130_fd_sc_hd__mux2i_1,1
sky130_fd_sc_hd__clkdlybuf4s50_1,5
sky130_fd_sc_hd__ha_1,1
[final cells by class]
class	count	area, um2
flip-flops and latches	3	60.1
fillers	404	3160
multi-input cells	8	61.3
clock buffers	4	26.3
repair buffers	5	50.0
well taps	46	57.6
[layer usage]
layer	up-vias	part of all wire, %	track usage (%)
met4	0	0	0.704
met2	5	38	1.52
li1	55	-	-
met3	0	26	2.05
met5	-	0	0
met1	47	36	0.864
[worst min-delay path: stages, from the launching register on]
cell	delay, ns
sky130_fd_sc_hd__dfxtp_1	0.34
sky130_fd_sc_hd__mux2i_1	0.09
sky130_fd_sc_hd__nor2_1	0.07
[final timing paths]
path / startpoint / to / slack [ns]
max reg2reg: num[0] / num[2] / 0.57
min: num[1] / num[1] / 0.54
max: num[0] / count[0] / 0.13
min reg2reg: num[1] / num[1] / 0.54
[report_power, final]
| part | internal, mW | switching [mW] | total (mW) |
|---|---|---|---|
| Clock | 0.0997 | 0.0417 | 0.141 |
| Combinational | 0.0213 | 0.00977 | 0.0311 |
| Sequential | 0.0862 | 0.00458 | 0.0907 |
| Total | 0.207 | 0.0560 | 0.263 |
Power is estimated from default activity; no workload was simulated.
