**flow/design.v**
```verilog
module adder_32b (a , b, cin, cout, sum);
  input [31:0] a, b;
  input cin;
  output cout;
  output [31:0] sum;
  assign {cout, sum} = a + b + cin;
endmodule
module alu (a, b, ctrl, y, zero);
  input signed [31:0] a, b;
  input [2:0] ctrl;
  output [31:0] y;
  output zero;
  assign y =  (ctrl == 3'b000) ? (a & b) :
              (ctrl == 3'b001) ? (a | b) : 
              (ctrl == 3'b010) ? (a + b) :
              (ctrl == 3'b110) ? (a - b) : ((a<b) ? 32'd1: 32'd0);
  assign zero = (y == 32'd0) ? 1'b1 : 1'b0;
endmodule
module alu_controller (alu_op, func, operation);
  input [1:0] alu_op;
  input [5:0] func;
  output [2:0] operation;
  reg [2:0] operation;
  always @(alu_op, func)
  begin
    operation = 3'b000;
    if (alu_op == 2'b00)         
      operation = 3'b010;
    else if (alu_op == 2'b01)    
      operation = 3'b110;
    else if (alu_op == 2'b10)
      begin
        case (func)
          6'b100000: operation = 3'b010;   
          6'b100011: operation = 3'b110;   
          6'b100100: operation = 3'b000;   
          6'b100101: operation = 3'b001;   
          6'b101010: operation = 3'b111;   
          default:   operation = 3'b000;
        endcase
      end
      else 
          operation = 3'b111;  
  end
endmodule
module controller 
( opcode, func, zero, reg_dst, mem_to_reg,
 reg_write, alu_src, mem_read, mem_write, pc_src,
  operation, jSel, wRsel, jalSel, pcSel
                  );
    input [5:0] opcode;
    input [5:0] func;
    input zero;
    output  reg_dst, mem_to_reg, reg_write, alu_src, 
            mem_read, mem_write, pc_src ,jSel,wRsel,jalSel,pcSel ;
    reg     reg_dst, mem_to_reg, reg_write, 
            alu_src, mem_read, mem_write, jSel,
            wRsel, jalSel, pcSel, temp; 
    output [2:0] operation;
    reg [1:0] alu_op;     
    reg branch;   
    alu_controller ALU_CTRL(alu_op, func, operation);
    always @(opcode)
    begin
      {reg_dst, alu_src, mem_to_reg, reg_write, mem_read, mem_write, branch, alu_op,jSel,wRsel,jalSel,pcSel} = 13'b0;
      case (opcode)
        6'b000000 : {reg_dst, reg_write, alu_op ,jSel,wRsel} = 6'b111011;   
        6'b100011 : {alu_src, mem_to_reg, reg_write, mem_read,jSel,wRsel} = 6'b111111; 
        6'b101011 : {alu_src, mem_write,jSel} = 3'b111;                                 
        6'b000100 : {branch, alu_op,jSel} = 4'b1011; 
        6'b001001: {reg_write, alu_src,jSel,wRsel} = 4'b1111; 
        6'b000010:  ; 
        6'b000011: {reg_write,jalSel} = 2'b11 ; 
        6'b000110: {jSel,pcSel} = 2'b11 ; 
        6'b001010: {reg_write,wRsel,alu_src,alu_op,jSel} = 6'b111111; 
      endcase
    end
    assign pc_src = branch & zero;
endmodule
module datapath ( clk, rst, inst_adr, inst, data_adr,
data_out, data_in ,regDst, mem_to_reg, alu_src,
 pc_src, alu_ctrl, reg_write,zero, jalSel, wRsel, jSel, pcSel
                 );
  input  clk, rst;
  input jalSel,wRsel,jSel,pcSel;
  output [31:0] inst_adr;
  input  [31:0] inst;
  output [31:0] data_adr;
  output [31:0] data_out;
  input  [31:0] data_in;
  input  regDst, mem_to_reg, alu_src, pc_src, reg_write;
  input  [2:0] alu_ctrl;
  output zero;
  wire [31:0] pc_out;
  wire cout_pc_adder;
  wire [31:0] pc_plus4;
  wire cout_pc_adder2;
  wire [31:0] read_data1, read_data2;
  wire [31:0] sgn_ext_out;
  wire [31:0] mux2_out;
  wire [31:0] alu_out;
  wire [31:0] adder2_out;
  wire [31:0] shl2_out;
  wire [31:0] mux3_out;
  wire [31:0] mux4_out;
  wire [4:0]  mux1_out;
  wire [4:0] mux5_out;
  wire [31:0] mux6_out;
  wire [31:0] mux7_out;
  wire [31:0] mux8_out;
  wire [27:0] outShl ;
  wire [31:0] jAdr ;
  reg_32b PC(mux8_out, rst, 1'b1, clk, pc_out);
  adder_32b ADDER_PC (pc_out , 32'd4, 1'b0, cout_pc_adder, pc_plus4);
  adder_32b ADDER2_PC(pc_plus4, shl2_out, 1'b0, cout_pc_adder2, adder2_out);
  mux2to1_32b MUX_6(pc_plus4, adder2_out, pc_src, mux3_out);
  shl2 SHL2(sgn_ext_out, shl2_out);
  mux2to1_32b MUX_7(mux3_out,read_data1, pcSel , mux7_out);
  shl2_26bit SHL2_26to28(inst[25:0], outShl);
  mux2to1_32b MUX_8(jAdr,mux7_out, jSel , mux8_out);
  mux2to1_5b MUX_1(inst[20:16], inst[15:11], regDst, mux1_out);
  mux2to1_5b MUX_2(mux1_out, 5'd31 , jalSel, mux5_out);
  mux2to1_32b MUX_3(pc_plus4, mux4_out, wRsel, mux6_out);
  reg_file  RF(mux6_out, inst[25:21], inst[20:16], mux5_out, reg_write, rst, clk, read_data1, read_data2);
  sign_ext SGN_EXT(inst[15:0], sgn_ext_out);
  mux2to1_32b MUX_5(read_data2, sgn_ext_out, alu_src, mux2_out);
  alu ALU(read_data1, mux2_out, alu_ctrl, alu_out, zero);
  mux2to1_32b MUX_4(alu_out, data_in, mem_to_reg, mux4_out);
  assign inst_adr = pc_out;
  assign data_adr = alu_out;
  assign data_out = read_data2;
  assign jAdr = {pc_plus4[31:28],outShl};
endmodule
module mips_single_cycle 
(rst, clk, inst_adr, inst, data_adr, data_in,
 data_out, mem_read, mem_write);
  input rst, clk;
  output [31:0] inst_adr;
  input  [31:0] inst;
  output [31:0] data_adr;
  input  [31:0] data_in;
  output [31:0] data_out;
  output mem_read, mem_write;
  wire reg_dst, mem_to_reg, alu_src,
   pc_src, reg_write, zero,jalSel,wRsel,jSel,pcSel;
  wire [2:0] alu_ctrl;
  datapath DP(  
    clk, rst, inst_adr, inst, data_adr,
    data_out, data_in ,reg_dst, mem_to_reg, alu_src, 
    pc_src, alu_ctrl, reg_write,
    zero, jalSel, wRsel, jSel, pcSel
            );
  controller CU(  
    inst[31:26], inst[5:0], zero, reg_dst,
     mem_to_reg, reg_write, alu_src,
      mem_read, mem_write, pc_src, alu_ctrl,
       jSel, wRsel, jalSel, pcSel
                );
endmodule
module mux2to1_32b (i0, i1, sel, y);
  input [31:0] i0, i1;
  input sel;
  output [31:0] y;
  assign y = (sel==1'b1) ? i1 : i0;
endmodule
module mux2to1_5b (i0, i1, sel, y);
  input [4:0] i0, i1;
  input sel;
  output [4:0] y;
  assign y = (sel==1'b1) ? i1 : i0;
endmodule
module reg_32b (d_in, sclr, ld, clk, d_out);
  input [31:0] d_in;
  input sclr, ld, clk;
  output [31:0] d_out;
  reg [31:0] d_out;
  always @(posedge clk)
  begin
    if (sclr==1'b1)
      d_out = 32'd0;
    else if (ld)
      d_out = d_in;
  end
endmodule
module reg_file (wr_data, rd_reg1, rd_reg2, wr_reg, reg_write, rst, clk, rd_data1, rd_data2);
  input [31:0] wr_data;
  input [4:0] rd_reg1, rd_reg2, wr_reg;
  input reg_write, rst, clk;
  output [31:0] rd_data1, rd_data2;
  reg [31:0] register_file [0:31];
  integer i;
  assign rd_data1 = (rd_reg1 == 5'b0) ? 32'd0 : register_file[rd_reg1];
  assign rd_data2 = (rd_reg2 == 5'b0) ? 32'd0 : register_file[rd_reg2];
  always @(posedge clk)
    if (rst == 1'b1)
      for (i=0; i<32 ; i=i+1 )
        register_file[i] <= 32'd0;
    else if (reg_write == 1'b1)
      if(wr_reg != 5'd0)
        register_file[wr_reg] <= wr_data;
endmodule
module shl2 (d_in, d_out);
  input [31:0] d_in;
  output [31:0] d_out;
  assign d_out = d_in << 2;
endmodule
module shl2_26bit (d_in, d_out);
  input [25:0] d_in;
  output [27:0] d_out;
  assign d_out = {d_in  , 2'b0};
endmodule
module sign_ext (d_in, d_out);
  input [15:0] d_in;
  output [31:0] d_out;
  assign d_out = {{16{d_in[15]}}, d_in};
endmodule
```
**flow/run.sh**
```bash
#!/bin/bash
# OpenROAD 26Q1-2900-gdf79404cd8, Yosys 0.63+post, stock flow scripts
make -C /OpenROAD-flow-scripts/flow DESIGN_CONFIG=/design/flow/config.mk WORK_HOME=/design/flow/orfs finish
```
**flow/config.mk**
```make
export PLATFORM = sky130hd
export DESIGN_NAME = mips_single_cycle
export DESIGN_NICKNAME = mips_single_cycle
export VERILOG_FILES = /design/flow/design.v
export SDC_FILE = /design/flow/constraint.sdc
export NUM_CORES = 4
export LEC_CHECK = 1
export CORE_UTILIZATION = 30
```
**flow/constraint.sdc**
```tcl
current_design mips_single_cycle

set clk_period 20.2
set clk_io_pct 0.2

create_clock -name clk0 -period $clk_period [get_ports {clk}]

set non_clock_inputs [all_inputs -no_clocks]
set_input_delay [expr $clk_period * $clk_io_pct] -clock clk0 $non_clock_inputs
set_output_delay [expr $clk_period * $clk_io_pct] -clock clk0 [all_outputs]
```
==> results.cfg <==
; generated from flow reports
[run_status]
outcome = completed

[cells_and_area]
drive_above_1_share = 0.222
area_growth_pct = 13.8
finalNonFillerCells = 7606

[logic_synthesis]
common_cells = 1,195 x nor2_1, 1,024 x edfxtp_1, 572 x mux4_2
edf_count = 1024
synth_stat.cells = 4811
largest_area_cell = edfxtp_1
yosysMostFrequentCell = nor2_1
yosys_area_sq_mm = 0.0615
ff_type = edfxtp_1
top_cell_area_share = 0.500
ys_seq_frac = 0.511
async_flop_share = 0
synth.cell_area_sq_mm = 0.0615
avgSynthCellArea_sq_um = 12.8
syn_inst = 4811
area_leaders = edfxtp_1 50%, mux4_2 21%, nor2_1 7.3%, ha_1 2.6%, mux2i_1 2.3%
numSynthFlops = 1056
yosysWarnings = 4
synth.distinct_cells = 91

[critical_path]
end_kind = output port
critical_path_arrival_ns = 11.49
crit_chain = buf_8 -> buf_4 -> buf_4 -> mux4_2 -> a211oi_1 -> a211oi_1 -> inv_1 -> ha_1 -> nand4_1 -> a2111oi_0 -> a21oi_1 -> a2111oi_2 -> o211ai_1 -> o21ai_0 -> mux2_2 -> o211ai_1 -> clkdlybuf4s50_1
worstSetupPathType = input port to output port
cp-start-kind = input port
max_stage_delay_ns = 0.69
cp_slowest_cell = a211oi_1
cp_max_fo = 45
critPathRequiredTime_ns = 16.16
r2r_cells = 19

[clock_tree]
postCtsHoldBufs = 0
cts-root-buf = clkbuf_16
cts.sinks = 1056
cts_buffer_depth = 3
cts_buffers = 109
cts_tree = yes
clk_pin_slew_ns = 0.06
post_cts_buffers = 0
clk_latency_ns = 0.74
htreeDepth = 3
cts_resized = 0

[final_timing]
fmax_mhz = 64.4
grt_setup_unrepaired = no
final_max_slew_viol_count = 0
fin_crit_ns = 15.53
fin_crit_sh = 0.769
max_slew_margin = 0.349
finalSetupViolations = 0
fin_hold_ws_ns = 0.570
fin_tns_setup_ns = 0
finClkSkew_ns = 0.0400
worst_pin_slew_ns = 0.966
hold_viol_final = 0

[floorplan]
io_pins = 164
die_y_um = 455
num_rows = 165
die_x_um = 455
core_sq_mm = 0.203
dieArea_sq_mm = 0.207
fp_util = 0.303

[route]
firstDrtPassIters = 5
ant_nets = 0
wl_um = 227000
wire_per_inst_um = 29.8
drc_errors = 0
via_per_inst = 5.77
drt_first_iter_violations = 3528
vias = 43900

[power_and_ir_drop]
pwr_density_cell_mw_per_mm2 = 82.9
ir_worst_vdd_uv = 78.5
power_leakage_nw = 23.9

[global_route]
grt_max_degree = 91
grt_antenna_before_repair = 14
grt_pass1_vias = 46000
grt_first_pass_wirelength_um = 324000
grt_usage = 0.233
grt_overflow_total = 0

[place]
placed_cells = 7397
place.gp.congestion = 0.971
hpwl_um = 142000
port_buffers = 163

[job]
max_cap_viol_count = 0
warnings = 89

[hold_path]
whs_path_depth = 2
hold_path_class = register to register
-- metrics by stage --
step	utilization	setup slack [ns]	power [mW]	cell area, sq um
2_1_floorplan	-	6.54	3.30	61600
3_3_place_gp	0.327	4.80	3.82	66500
3_5_place_dp	0.327	4.72	3.82	66500
4_1_cts	0.345	4.71	5.80	69900
5_1_grt	0.345	4.31	5.99	70000
6_report	0.345	4.67	5.80	70000
-- sequential cells by signal, summed over array words and instances, names as in the netlist, named ones only --
name	flops
DP.PC.d_out	30
DP.RF.register_file	1024
-- cell families (layout without fill, tap and decap cells) --
group           after synthesis  after routing  synth area share
compound gates              639            639            0.0705
xor+xnor                     53             53           0.00755
fa+ha+maj                   129            129            0.0266
buf+inv                     574            660            0.0366
flops                      1056           1056             0.511
mux                         747            747             0.239
other cells                   1             38         0.0000610
simple gates               1612           1612             0.109
-- critical path: cells and delay by family --
family          cells  cell delay (ns)
compound gates      8             3.28
buf+inv             5             2.39
mux                 2             0.97
fa+ha+maj           1             0.44
simple gates        1             0.21
-- layout by cell type (no fill, tap or decap), drive strengths merged, types with 17 or more instances in the layout --
cell | synthesis | layout
nor2 | 1196 | 1196
edfxtp | 1024 | 1024
mux4 | 572 | 572
buf | 100 | 188
clkdlybuf4s50 | 0 | 152
a21oi | 149 | 149
nand2 | 149 | 149
mux2i | 141 | 141
clkbuf | 357 | 138
o21ai | 137 | 137
ha | 126 | 126
inv | 117 | 122
clkinv | 0 | 50
nand2b | 49 | 49
o22ai | 42 | 42
nand3 | 41 | 41
nor3 | 38 | 38
mux2 | 34 | 34
a211oi | 34 | 34
o211ai | 33 | 33
dfxtp | 32 | 32
conb | 1 | 32
o221ai | 31 | 31
xnor2 | 31 | 31
a221oi | 29 | 29
or3 | 24 | 24
nand4 | 22 | 22
xor2 | 22 | 22
a21o | 22 | 22
o31ai | 17 | 17
nor2b | 17 | 17
-- path summary, 6_finish.rpt --
| path | startpoint | end | slack, ns |
|---|---|---|---|
| worst min-delay path | register | register | 0.57 |
| worst max-delay path | inst[21] | data_adr[30] | 4.67 |
| worst min register to register | register | register | 0.57 |
| worst max register to register | DP.RF.register_file[15][7] | DP.PC.d_out[16] | 12.56 |
-- metal layers --
metal  share of wire  global-route usage
met1            0.31               0.248
met2            0.46               0.348
met3            0.18               0.178
met4           0.044              0.0825
met5          0.0034              0.0292
-- area by class of cell --
cell class / count / area [sq um]
clock buffers: 138 / 2940
inverters: 117 / 439
clock inverters: 65 / 551
multi-input cells: 3212 / 28300
flip-flops and latches: 1056 / 31400
well taps: 2672 / 3340
repair buffers: 340 / 3000
fillers: 19300 / 133000
diodes: 6 / 15.0
-- report_power, final --
| group | switching [mW] | total (mW) | leakage, nW | internal [mW] |
|---|---|---|---|---|
| Combinational | 0.776 | 1.28 | 11.5 | 0.499 |
| Clock | 0.867 | 2.00 | 1.72 | 1.13 |
| Sequential | 0.0458 | 2.53 | 10.7 | 2.48 |
| Total | 1.69 | 5.80 | 23.9 | 4.11 |
Power and IR drop assume default switching activity.
